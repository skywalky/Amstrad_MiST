[flow/config.mk]
export PLATFORM = sky130hd
export DESIGN_NAME = color_mix
export DESIGN_NICKNAME = color_mix
export VERILOG_FILES = /design/flow/design.v
export SDC_FILE = /design/flow/constraint.sdc
export NUM_CORES = 4
export LEC_CHECK = 1
export CORE_UTILIZATION = 50
[flow/design.v]
module color_mix
(
	input            clk_vid,
	input            ce_pix,
	input      [2:0] mix,
	input      [7:0] R_in,
	input      [7:0] G_in,
	input      [7:0] B_in,
	input            HSync_in,
	input            VSync_in,
	input            HBlank_in,
	input            VBlank_in,
	output reg [7:0] R_out,
	output reg [7:0] G_out,
	output reg [7:0] B_out,
	output reg       HSync_out,
	output reg       VSync_out,
	output reg       HBlank_out,
	output reg       VBlank_out
);
wire [15:0] px = R_in * 16'd054 + G_in * 16'd183 + B_in * 16'd018;
always @(posedge clk_vid) begin
	if(ce_pix) begin
		{R_out, G_out, B_out} <= 0;
		case(mix)
			0,
			1: {R_out, G_out, B_out} <= {R_in,     G_in,     B_in      };  
			2: {       G_out       } <= {          px[15:8]            };  
			3: {R_out, G_out       } <= {px[15:8], px[15:8] - px[15:10]};  
			4: {       G_out, B_out} <= {          px[15:8], px[15:8]  };  
			5: {R_out, G_out, B_out} <= {px[15:8], px[15:8], px[15:8]  };  
		endcase
		HSync_out  <= HSync_in;
		VSync_out  <= VSync_in;
		HBlank_out <= HBlank_in;
		VBlank_out <= VBlank_in;
	end
end
endmodule
[flow/run.sh]
#!/bin/bash
# OpenROAD 26Q1-2900-gdf79404cd8, Yosys 0.63+post, stock flow scripts
make -C /OpenROAD-flow-scripts/flow DESIGN_CONFIG=/design/flow/config.mk WORK_HOME=/design/flow/orfs finish
[flow/constraint.sdc]
current_design color_mix

set clk_period 17.0
set clk_io_pct 0.2

create_clock -name clk0 -period $clk_period [get_ports {clk_vid}]

set non_clock_inputs [all_inputs -no_clocks]
set_input_delay [expr $clk_period * $clk_io_pct] -clock clk0 $non_clock_inputs
set_output_delay [expr $clk_period * $clk_io_pct] -clock clk0 [all_outputs]
==> impl_metrics.ini <==
; synthesis and place-and-route metrics
[outcome]
run_status = completed

[finish]
drive_gt1_share_pct = 2.64
fin_area_um2 = 5580
instances_no_fill = 698
final_util_pct = 60.4
fillers = 782
areaGrowthSynthToFinish_pct = 16.6

[floorplanning]
rows = 35
ios = 61
chipArea_um2 = 9980
fp_util_pct = 51.8
die_x_um = 99.9
core_um2 = 9240
die_y_um = 99.9

[critical_path]
worst_setup_path_start_kind = input port
setup.worst_path.start = R_in[2]
worstSetupPathType = in2reg
cp_common_cell = fa_1
cp-end-kind = flip-flop
cp_slowest_cell = clkdlybuf4s50_1
critical_path_required_ns = 17.03
cp.arrival_ns = 12.11
cp_max_fo = 7
critPathMaxStageDelay_ns = 0.58
endpoint = G_out[7]$_DFFE_PP_

[clock_network]
numCtsBuffers = 3
clk_pin_slew_ns = 0.10
cts_sinks = 28
cts_tree = built
cts_root_buffer = clkbuf_8
cts_resized = 0
cts_setup_buffers = 0
htreeDepth = 1
postCtsHoldBufs = 0
cts_max_path_buffers = 2

[job]
cap_viol_max_count = 0
tool_warnings = 27

[hold_path]
hold_class = in2reg

[synthesis]
synthArstFlopShare_pct = 0
synth-main-ff-cell = edfxtp_1
postSynthSeqShare_pct = 17.6
synth.distinct_cells = 58
synth-warning-count = 1
ys_area_um2 = 4790
netlist_area_um2 = 4790
postSynthAreaPerCell_um2 = 9.41
top_area_share_pct = 22.6
edf_count = 28
synthCells = 509
netlist_top_cells_area = fa_1, ha_1, edfxtp_1
synth_flops = 28
ys_cells = 509
synth_top_cell_by_area = fa_1

[sta]
setup_violations = 0
finalCritPeriodShare_pct = 71.0
tns_ns = 0
rsz0062_at_grt = no
relSlewSlack_pct = 47.1
final_max_slew_viol_count = 0
max_freq_ghz = 0.0828
worst_slew_pin_slew_ns = 0.788
finalHoldViolations = 0
period_needed_ns = 12.08

[routing]
first_iter_violations = 222
wirelength_um = 10800
wl_per_cell_um = 15.4
ant_nets = 0
route.antenna.diode_count = 0
drc_errors = 0
vias = 3588
viasPerCell = 5.14
drt_first_pass_iters = 4

[placed_design]
portBuffers = 60
hpwl_um = 9220
dp_cells = 694
place_congestion = 0.917
dpl_cell_area_um2 = 5540

[global_route]
groute.usage.overall_pct = 24.7
grt_max_degree = 33
antenna_found_initial = 0
grt_pass1_vias = 3566
grt_first_pass_wirelength_um = 17800
grt_overflow = 0
-- cell type report --
cell class / count / area, um^2 / share of cell area (%)
Clock inverter: 1 / 3.75 / 0.0672
Sequential cell: 28 / 841 / 15.1
Inverter: 134 / 503 / 9.01
Tap cell: 129 / 161 / 2.89
Clock buffer: 3 / 41.3 / 0.739
Timing Repair Buffer: 63 / 623 / 11.2
Multi-Input combinational cell: 340 / 3410 / 61.1
-- synth_stat cells, types with 2 or more instances --
library cell	number
o22ai_1	6
o311a_1	2
and3_4	2
a21o_1	8
nor3_1	6
mux2i_1	6
a22oi_1	6
a211oi_1	3
and3_1	3
a21oi_1	20
a2111oi_0	2
xor2_1	9
a22o_1	2
o21a_1	3
edfxtp_1	28
or3_1	2
inv_1	133
a311o_1	2
o21ai_0	22
nand2b_1	4
ha_1	80
fa_1	54
nor2_1	29
nand2_1	17
clkbuf_1	5
nor2b_1	6
a221oi_1	4
xnor2_1	10
nand3_1	5
a31oi_1	2
-- through the flow --
step | hold WS [ns] | setup WS (ns)
final | 3.68 | 4.92
after global routing | 3.67 | 4.30
after global placement | 3.96 | 4.68
after CTS | 3.68 | 4.88
after detailed placement | 3.96 | 4.60
after floorplan | 3.50 | 5.71
-- flip-flops by register name (all words and copies together), names as in the netlist --
| name | flops |
|---|---|
| B_out | 8 |
| G_out | 8 |
| HBlank_out | 1 |
| HSync_out | 1 |
| R_out | 8 |
| VBlank_out | 1 |
| VSync_out | 1 |
-- critical path: cells and delay by family --
| kind | cells | cell delay (ns) |
|---|---|---|
| buf+inv | 6 | 0.93 |
| xor+xnor | 1 | 0.18 |
| simple gates | 3 | 0.51 |
| compound gates | 11 | 2.31 |
| fa+ha+maj | 11 | 4.75 |
-- cell families (layout without fill, tap and decap cells) --
| group | Yosys count | after routing | share of synthesized area [%] |
|---|---|---|---|
| AOI/OAI and AO/OA | 99 | 99 | 14.6 |
| muxes | 6 | 6 | 1.25 |
| and+or+nand+nor | 82 | 82 | 8.46 |
| adders and majority gates | 134 | 134 | 43.5 |
| buffers and inverters | 141 | 201 | 11.2 |
| DFF | 28 | 28 | 17.6 |
| xor gates and xnor gates | 19 | 19 | 3.47 |
-- layer usage --
layer | vias to the layer above | track usage (%) | wire length (um)
met5 | - | 0 | 0
met4 | 0 | 1.36 | 59
met3 | 4 | 4.96 | 563
met2 | 93 | 38.7 | 4990
met1 | 1668 | 39.8 | 5140
li1 | 1823 | - | -
-- cell usage in the layout, fill, tap and decap left out, drive strengths merged, types with 10 or more instances in the layout --
cell	n
a21oi	20
clkdlybuf4s50	60
edfxtp	28
fa	54
ha	80
inv	133
nand2	17
nor2	29
o21ai	24
xnor2	10
-- worst min-delay path by stage --
stage	from	endpoint	slack, ns	cells after the start
global route	HBlank_in	HBlank_out$_DFFE_PP_	3.67	1
CTS	HSync_in	HSync_out$_DFFE_PP_	3.68	1
finish	HSync_in	HSync_out$_DFFE_PP_	3.68	1
