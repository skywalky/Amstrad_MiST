==> design.v <==
module UM6845R
(
  	input            CLOCK,
	input            CLKEN,
	input            nRESET,
	input            CRTC_TYPE,
	input            ENABLE,
	input            nCS,
	input            R_nW,
	input            RS,
	input      [7:0] DI,
	output reg [7:0] DO,
	output reg       VSYNC,
	output reg       HSYNC,
	output           DE,
	output           FIELD,
	output    [13:0] MA,
	output     [4:0] RA
);
assign FIELD = ~field & interlace[0];
assign MA = row_addr + hcc;
assign RA = line | (field & interlace[0]);
assign DE = de[R8_skew & ~{2{CRTC_TYPE}}];
reg [7:0] R0_h_total;
reg [7:0] R1_h_displayed;
reg [7:0] R2_h_sync_pos;
reg [3:0] R3_v_sync_width;
reg [3:0] R3_h_sync_width;
reg [6:0] R4_v_total;
reg [4:0] R5_v_total_adj;
reg [6:0] R6_v_displayed;
reg [6:0] R7_v_sync_pos;
reg [1:0] R8_skew;
reg [1:0] R8_interlace;
reg [4:0] R9_v_max_line;
reg [1:0] R10_cursor_mode;
reg [4:0] R10_cursor_start;
reg [4:0] R11_cursor_end;
reg [5:0] R12_start_addr_h;
reg [7:0] R13_start_addr_l;
reg [5:0] R14_cursor_h;
reg [7:0] R15_cursor_l;
reg [4:0] addr;
always @(*) begin
	DO = 8'hFF;
	if (ENABLE & ~nCS) begin
		if (RS) begin
			case (addr)
				10: DO = {R10_cursor_mode, R10_cursor_start};
				11: DO = R11_cursor_end;
				12: DO = CRTC_TYPE ? 8'h00 : R12_start_addr_h;
				13: DO = CRTC_TYPE ? 8'h00 : R13_start_addr_l;
				14: DO = R14_cursor_h;
				15: DO = R15_cursor_l;
				31: DO = CRTC_TYPE ? 8'hFF : 8'h00;
			 default: DO = 0;
			endcase
		end
		else if(CRTC_TYPE) begin
			DO = vde ? 8'h00 : 8'h20;  
		end
	end
end
always @(posedge CLOCK) begin
	if (ENABLE & ~nCS & ~R_nW) begin
		if (~RS) addr <= DI[4:0];
		else begin
			case (addr)
				00: R0_h_total <= DI;
				01: R1_h_displayed <= DI;
				02: R2_h_sync_pos <= DI;
				03: {R3_v_sync_width,R3_h_sync_width} <= DI;
				04: R4_v_total <= DI[6:0];
				05: R5_v_total_adj <= DI[4:0];
				06: R6_v_displayed <= DI[6:0];
				07: R7_v_sync_pos <= DI[6:0];
				08: {R8_skew, R8_interlace} <= {DI[5:4],DI[1:0]};
				09: R9_v_max_line <= DI[4:0];
				10: {R10_cursor_mode,R10_cursor_start} <= DI[6:0];
				11: R11_cursor_end <= DI[4:0];
				12: R12_start_addr_h <= DI[5:0];
				13: R13_start_addr_l <= DI[7:0];
				14: R14_cursor_h <= DI[5:0];
				15: R15_cursor_l <= DI[7:0];
			endcase
		end
	end
end
wire [4:0] interlace = &R8_interlace[1:0];
reg        in_adj;
reg  [7:0] hcc;
wire       hcc_last  = (hcc == R0_h_total) && (CRTC_TYPE || R0_h_total);  
wire [7:0] hcc_next  = hcc_last ? 8'h00 : hcc + 1'd1;
reg  [4:0] line;
wire [4:0] line_max  = (in_adj ? R5_v_total_adj-1'd1 : R9_v_max_line) & ~interlace;
wire       line_last = (line == line_max) || !line_max;
wire [4:0] line_next = (line_last ? 5'd0 : line + 1'd1 + interlace) & ~interlace;
wire       line_new  = hcc_last;
reg  [6:0] row;
wire       row_last  = (row == R4_v_total) || !R4_v_total;
wire [6:0] row_next  = (row_last & ~frame_adj) ? 7'd0 : row + 1'd1;
wire       row_new   = line_new & line_last;
wire       frame_adj = row_last && ~in_adj && R5_v_total_adj;
wire       frame_new = row_new & (row_last | in_adj) & ~frame_adj;
reg  field;
always @(posedge CLOCK) begin
	if(~nRESET) begin
		hcc    <= 0;
		line   <= 0;
		row    <= 0;
		in_adj <= 0;
		field  <= 0;
	end
	else if(CLKEN) begin
		hcc <= hcc_next;
		if(line_new) line <= line_next;
		if(row_new) begin
			if(frame_adj) in_adj <= 1;
			else if(frame_new) begin
				in_adj <= 0;
				row <= 0;
				field <= ~field & R8_interlace[0];
			end
			else row <= row_next;
		end
	end
end
wire CRTC1_reload =  CRTC_TYPE & ~line_last & !row & !hcc_next;  
wire CRTC0_reload = ~CRTC_TYPE & line_new & !R4_v_total & !R9_v_max_line;
reg  [13:0] row_addr;
always @(posedge CLOCK) begin
	if(CLKEN) begin
		if(hcc_next == R1_h_displayed && line_last) row_addr <= row_addr + R1_h_displayed;
		if(frame_new | CRTC0_reload | CRTC1_reload) row_addr <= {R12_start_addr_h, R13_start_addr_l};
	end
end
reg hde;
always @(posedge CLOCK) begin
	reg [3:0] hsc;
	if(~nRESET) begin
		hsc    <= 0;
		hde    <= 0;
		HSYNC  <= 0;
	end
	else if (CLKEN) begin
		if(line_new)                   hde <= 1;
		if(hcc_next == R1_h_displayed) hde <= 0;
		if(hsc) hsc <= hsc - 1'd1;
		else if (hcc_next == R2_h_sync_pos) begin
			if(R3_h_sync_width) begin
				HSYNC <= 1;
				hsc <= R3_h_sync_width - 1'd1;
			end
		end
		else HSYNC <= 0;
	end
end
reg vde;
always @(posedge CLOCK) begin
	reg  [3:0] vsc;
	reg        old_hs;
	if(~nRESET) begin
		vsc    <= 0;
		vde    <= 0;
		VSYNC  <= 0;
	end
	else if (CLKEN) begin
		if(row_new) begin
			if(frame_new)                  vde <= 1;
			if(row_next == R6_v_displayed) vde <= 0;
		end
		old_hs <= HSYNC;
		if(old_hs && ~HSYNC && !vsc) VSYNC <= 0;
		if(field ? (hcc_next == {1'b0, R0_h_total[7:1]}) : line_new) begin
			if(vsc) vsc <= vsc - 1'd1;
			else if (field ? (row == R7_v_sync_pos && !line) : (row_next == R7_v_sync_pos && line_last)) begin
				VSYNC <= 1;
				vsc <= (CRTC_TYPE ? 4'd0 : R3_v_sync_width) - 1'd1;
			end
			else VSYNC <= 0;
		end
	end
end
wire [3:0] de = {1'b0, dde[1:0], hde & vde & |R6_v_displayed};
reg  [1:0] dde;
always @(posedge CLOCK) if (CLKEN) dde <= {dde[0],de[0]};
endmodule
==> run.sh <==
#!/bin/bash
# OpenROAD 26Q1-2900-gdf79404cd8, Yosys 0.63+post, stock flow scripts
make -C /OpenROAD-flow-scripts/flow DESIGN_CONFIG=/design/flow/config.mk WORK_HOME=/design/flow/orfs finish
==> config.mk <==
export PLATFORM = sky130hd
export DESIGN_NAME = UM6845R
export DESIGN_NICKNAME = UM6845R
export VERILOG_FILES = /design/flow/design.v
export SDC_FILE = /design/flow/constraint.sdc
export NUM_CORES = 4
export LEC_CHECK = 1
export CORE_UTILIZATION = 50
==> constraint.sdc <==
current_design UM6845R

set clk_period 5.9
set clk_io_pct 0.2

create_clock -name clk0 -period $clk_period [get_ports {CLOCK}]

set non_clock_inputs [all_inputs -no_clocks]
set_input_delay [expr $clk_period * $clk_io_pct] -clock clk0 $non_clock_inputs
set_output_delay [expr $clk_period * $clk_io_pct] -clock clk0 [all_outputs]
==> ci_impl_report.md <==
## Implementation flow summary

| Metric | Value |
|---|---|
| CTS tree | yes |
| Routed via count divided by cell count | about 6 |
| Total of fill cells in the finished design | approximately 1400 |
| Residual DRC count | 0 |
| Arrival time of the worst setup path | between 3 and 4 ns |
| Crit Path Category | reg -> out |
| Clk sink count | around 160 |
| Setup repair after global routing missed its margin | no |
| CP Launch Type | flop |
| Area fraction in full adders, half adders and majority gates | about 3.8% |
| Minimum setup slack in the final design | around 0.95 ns |
| H-tree depth reported by CTS | 4 |
| Worst r2r path cells | 10 |
| Area added between synthesis and finish | 14.1% |
| Buffers inserted during post-CTS setup optimization | 0 |
| Simple-gate area share of the yosys netlist | 16.4% |
| Peak supply drop | 0.214 mV |
| Crit end category | output port |
| Mapped cell area | roughly 0.009 mm^2 |
| Number of standard-cell rows in the floorplan | about 48 |
| Clock-pin slew on the worst setup and hold paths | approximately 0.07 ns |
| Cell repeated most along the worst path | sky130_fd_sc_hd__o21ai_0 |
| Post-detailed-route count of antenna-violating nets | 0 |
| Worst reg-to-reg setup slack | about 2.1 ns |
| Top cells by area in the synthesized netlist | sky130_fd_sc_hd__edfxtp_1, sky130_fd_sc_hd__dfxtp_1, sky130_fd_sc_hd__xor2_1 |
| Yosys Instances | around 840 |
| Number of global-route vias before repair | ~6600 |
| Post-Route Skew | 0.0139 ns |
| Total via count in the routed design | 6765 |
| TritonRoute pass-1 iters | 5 |
| Yosys Chip Area | about 0.0090 mm^2 |
| Die Wd | 137 um |
| Most frequently used flop master after synthesis | sky130_fd_sc_hd__edfxtp_1 |
| Worst-path cell chain | ha_1, inv_1, fa_1, nor2b_1, o21ai_0, a21boi_0, o21ai_0, a21oi_1, o21ai_0, a21boi_0, xor2_1, clkdlybuf4s50_1 |
| Largest net degree at the start of global routing | 27 |
| Final Max Slew Viols | 0 |
| Top cell family by delay on the critical path | AND-OR/OR-AND gates |
| Area inside the core boundary | 0.0175 mm^2 |
| Total global routing overflow | 0 |
| Area share of the largest cell type after synthesis | a little over two fifths |
| Post-Syn Instances | 839 |
| Number of failing setup endpoints in the final timing report | 0 |
| Portion of netlist area occupied by mux cells | 3.32% |
| Result of the run | complete, no violations |
| Cell area reported after detailed placement | between 0.009 and 0.01 mm^2 |
| Most used standard cells in the synthesized netlist | sky130_fd_sc_hd__edfxtp_1, sky130_fd_sc_hd__nand2_1, sky130_fd_sc_hd__nor2_1 |
| Final critical delay including setup and external delays | 4.95 ns |
| Cell count after placement | around 1100 |
| Number of diodes | 0 |
| First-pass GRT wire length | 35800 um |
| Number of maximum-capacitance constraint violations | 0 |
| Hold Path Stages | 0 |
| Capture instance of the worst register-to-register path | row_addr[3] |
| Crit path max-delay cell type | sky130_fd_sc_hd__dfxtp_1 |
| Number of gates given a new drive strength after cts | 0 |
| Type of the tightest min-delay check | reg -> reg |
| Final hold violations | 0 |
| Worst EP required | ~4.7 ns |
| Buf+Inv Stages, Crit Path | 2 |
| Die Y-Extent | approximately 140 um |
| Overall die area | approximately 0.019 mm^2 |
| Number of antenna violations at the first check in global routing | 0 |
| Final setup TNS | 0 ns |
| Post-synthesis register bit count | between 150 and 200 |
| Clock root cell | sky130_fd_sc_hd__clkbuf_16 |
| Worst slew slack as a fraction of its limit | between 30% and 40% |
| Last element of the critical path | MA[12] |
| FP Core Util | between 50 and 60% |
| Post-synthesis average cell area | between 10 and 15 um^2 |
| Delay of the slowest cell on the worst path | approximately 0.74 ns |
| Cell count along the critical path | 12 |
| Placer Congestion | ~0.94 |
| Hold Buf Count CTS | 0 |
| Number of buffers added by the clock tree synthesis step | 17 |
| Detailed router's first-iteration violation count | ~480 |
| Area leader, netlist | sky130_fd_sc_hd__edfxtp_1 |
| Worst setup path startpoint | hcc[0] |
| Worst-margin pin slew | between 0.9 and 1 ns |
| Worst-skew pair later-pin latency | between 0.4 and 0.5 ns |
| Final design area excluding fillers | 0.0103 mm^2 |
| Top-Level Pins | between 40 and 50 |
| Fraction of the yosys area taken by sequential cells | 50.4% |
| EDFF count, synth | approximately 130 |
| Fraction of synthesis flops using an asynchronous set or reset pin | 0% |
| Fraction of final layout cells with drive strength greater than 1 | 9.69% |
| Final WL | ~23000 um |
| Aoi/oai-family share of the synthesized area | 15.2% |
| DR WL/cell | between 20 and 25 um |
| Clock tree buffer depth | 2 |
| Leakage | approximately 0.0037 uW |
| Total power consumption of the routed design | roughly 2600 uW |
| Maximum fanout along the worst path | 17 |
| Count of tool warnings | 26 |
| Area share of xor/xnor cells in the synthesized design | 7.46% |
| Reg-to-reg startpoint | R5_v_total_adj[0] |
| Achievable clock frequency | ~200 MHz |
| YS warnings | 1 |
| GRT Overall Usage | ~28% |
| Worst slack after detailed placement | ~1.3 ns |
| Buffers on Ports | 46 |
| Detailed placer's ending HPWL | 16400 um |
| Most instantiated library cell after synthesis | sky130_fd_sc_hd__edfxtp_1 |
| Final period util | 83.9% |
| Dominant non-sequential cell family after synthesis | simple AND/OR/NAND/NOR gates |
| Pwr per Cell Area | about 250 mW/mm^2 |
| Post-Layout Cell Count | 1123 |
| Post-synth cell types | 81 |
flip-flops by register name, summed over array words and instances (netlist names), 4 cells and up, named ones only:
register / flops
R0_h_total: 8
R10_cursor_start: 5
R11_cursor_end: 5
R12_start_addr_h: 6
R13_start_addr_l: 8
R14_cursor_h: 6
R15_cursor_l: 8
R1_h_displayed: 8
R2_h_sync_pos: 8
R3_h_sync_width: 4
R3_v_sync_width: 4
R4_v_total: 7
R5_v_total_adj: 5
R6_v_displayed: 7
R7_v_sync_pos: 7
R9_v_max_line: 5
addr: 5
hcc: 8
line: 5
row: 7
row_addr: 14
layer usage:
metal / share of wire (%) / global-route usage [%] / wire length (um) / vias to the layer above
met2: 46 / 42.0 / 10700 / 294
li1: - / - / - / 3252
met3: 9.3 / 11.0 / 2140 / 28
met4: 1.4 / 3.58 / 333 / 0
met1: 43 / 40.9 / 9840 / 3191
met5: 0 / 0.278 / 0 / -
power breakdown:
group          internal [uW]  total [uW]  switching (uW)
Sequential              1260        1280            20.6
Clock                    567        1080             510
Combinational            104         219             115
Total                   1930        2570             645
kinds of logic after synthesis:
logic type                 count (synthesis)
AOI/OAI and AO/OA                        204
xor gates and xnor gates                  73
adders and majority gates                 26
buffers and inverters                     70
DFF                                      163
muxes                                     25
and+or+nand+nor                          278
how the worst min path moves through the flow:
| stage | start | endpoint | slack (ns) |
|---|---|---|---|
| finish | dde[0] | dde[1] | 0.47 |
| global route | dde[0] | dde[1] | 0.49 |
| CTS | dde[0] | dde[1] | 0.47 |
cell usage in the layout (no fill, tap or decap), types with 8 or more instances in the layout:
cell / synthesis / layout
sky130_fd_sc_hd__edfxtp_1: 129 / 129
sky130_fd_sc_hd__nand2_1: 66 / 66
sky130_fd_sc_hd__nor2_1: 64 / 64
sky130_fd_sc_hd__a21oi_1: 58 / 58
sky130_fd_sc_hd__xor2_1: 46 / 46
sky130_fd_sc_hd__clkdlybuf4s50_1: 0 / 46
sky130_fd_sc_hd__o21ai_0: 38 / 38
sky130_fd_sc_hd__inv_1: 35 / 35
sky130_fd_sc_hd__dfxtp_1: 34 / 34
sky130_fd_sc_hd__nor3_1: 25 / 25
sky130_fd_sc_hd__xnor2_1: 24 / 24
sky130_fd_sc_hd__ha_1: 24 / 24
sky130_fd_sc_hd__nand3_1: 23 / 23
sky130_fd_sc_hd__clkbuf_16: 0 / 17
sky130_fd_sc_hd__buf_4: 5 / 15
sky130_fd_sc_hd__nand2b_1: 14 / 14
sky130_fd_sc_hd__nor4_1: 10 / 9
sky130_fd_sc_hd__mux2i_1: 9 / 9
sky130_fd_sc_hd__o22ai_1: 9 / 9
sky130_fd_sc_hd__a22oi_1: 8 / 8
sky130_fd_sc_hd__mux2_2: 8 / 8
sky130_fd_sc_hd__and3_1: 8 / 8
sky130_fd_sc_hd__mux2_4: 8 / 8
sky130_fd_sc_hd__a31oi_1: 8 / 8
layout make-up:
cell class,instances,area (um^2),share of cell area (%)
flip-flops and latches,163,4550,44.1
multi-input cells,606,4180,40.5
repair buffers,61,573,5.55
clock buffers,17,425,4.12
well taps,225,282,2.73
clock inverters,15,165,1.60
inverters,36,135,1.31
stage by stage:
step / hold slack [ns] / utilization (%)
floorplan: 0.422 / -
global placement: 0.444 / 55.7
detailed placement: 0.434 / 55.7
CTS: 0.467 / 59.0
global route: 0.485 / 59.0
finish: 0.470 / 59.0
Power figures rest on the tool's default switching activity, not on a simulated workload.
