`flow/design.v`:
```
module kempston_mouse
(
	input        clk_sys,
	input        reset,
	input [24:0] ps2_mouse,
	input  [2:0] addr,
	output       sel,
	output [7:0] dout
);
assign dout = data;
assign sel  = port_sel;
reg [11:0] dx;
reg [11:0] dy;
reg  [7:0] data;
reg        port_sel;
always @* begin
	port_sel = 1;
	casex(addr)
		 3'b011: data = dx[7:0];
		 3'b111: data = dy[7:0];
		 3'bX10: data = ~{5'b00000,ps2_mouse[2], ps2_mouse[0], ps2_mouse[1]} ;
		default: {port_sel,data} = 8'hFF;
	endcase
end
always @(posedge clk_sys) begin
	reg old_status;
	old_status <= ps2_mouse[24];
	if(reset) begin
		dx <= 128;  
		dy <= 0;
	end
	else if(old_status != ps2_mouse[24]) begin
		dx <= dx + {{4{ps2_mouse[4]}},ps2_mouse[15:8]};
		dy <= dy + {{4{ps2_mouse[5]}},ps2_mouse[23:16]};
	end
end
endmodule
```
`flow/run.sh`:
```
#!/bin/bash
# OpenROAD 26Q1-2900-gdf79404cd8, Yosys 0.63+post, stock flow scripts
make -C /OpenROAD-flow-scripts/flow DESIGN_CONFIG=/design/flow/config.mk WORK_HOME=/design/flow/orfs finish
```
`flow/config.mk`:
```
export PLATFORM = sky130hd
export DESIGN_NAME = kempston_mouse
export DESIGN_NICKNAME = kempston_mouse
export VERILOG_FILES = /design/flow/design.v
export SDC_FILE = /design/flow/constraint.sdc
export NUM_CORES = 4
export LEC_CHECK = 1
export CORE_AREA = 10 10 100 100
export DIE_AREA = 0 0 110 110
```
`flow/constraint.sdc`:
```
current_design kempston_mouse

set clk_period 3.6
set clk_io_pct 0.2

create_clock -name clk0 -period $clk_period [get_ports {clk_sys}]

set non_clock_inputs [all_inputs -no_clocks]
set_input_delay [expr $clk_period * $clk_io_pct] -clock clk0 $non_clock_inputs
set_output_delay [expr $clk_period * $clk_io_pct] -clock clk0 [all_outputs]
```
==> summary.txt <==
Physical implementation.

- Yosys shows that the main logic family after synthesis is AND-OR/OR-AND gates.
- Of the total power, combinational logic draws 0.431.
- In the routed layout, each cell is associated on average with a via count of 4.42.
- The final setup slack of the worst path is 0.434 ns.
- The timing-limited maximum frequency is 316 MHz.
- The area of the core is 0.00781 mm².
- The overall die height is 110 µm.
- The number of global-route vias before repair is 1300.
- The synthesized netlist has a Yosys-reported chip area of 0.00145 mm².
- The share of the clock period used by the worst path is 0.880.
- The instance tally after logic synthesis is 168.
- The total clock sinks is 17.
- Warnings reported by Yosys during synthesis add up to 1.
- The later pin in the worst-skew pair is clocked with a latency of 0.25 ns.
- The flow ran to the end, and the final reports show no timing, DRC or antenna violations.
- At the end of routability-driven placement, the weighted congestion stood at 0.790.
- The TritonCTS buffer count is 3.
- Switching power as a fraction of the total was reported as 0.350.
- The number of cells in the yosys synthesis report is 168.
- The number of endpoints failing setup at the final stage is 0.
- The met1 demand-to-capacity share in global routing is 0.0763.
- The most congested layer reported by global routing is met2.
- The share of the core filled by cells before placement is 0.186.
- The power report attributes to the sequential group a share of 0.367.
- The pin closest to its max-slew limit shows a slew of 0.559 ns.
- The first global-routing pass estimated 6.09 mm of wire.
- The area fraction in xor and xnor cells is 0.0483.
- The count of port buffers added during placement is 33.
- The cell area after synthesis is 0.00145 mm².
- The number of max-cap violations is 0.
- In the final report, the number of hold violations comes to 0.
- Max-slew check failures listed in the final report amount to 0.
- Per the CTS log, the root buffer master is sky130_fd_sc_hd__clkbuf_8.
- The worst endpoint data arrival time is 2.45 ns.
- The number of rows in the core area is 32.
- The data required time reported for the critical path is 2.88 ns.
- In this run, the synthesized area fraction spent on AND-OR/OR-AND gates is recorded as 0.232.
- The fraction of layout cells with a size suffix above 1 is 0.0707.
- Setup repair after global routing left no endpoint under its margin.
- The final layout contains routed wiring with a total length of 3.78 mm.
- Relative to the synthesized area, the layout overhead comes to 32.5%.
- The die covers 0.0121 mm².
- For this run, the script counts the antenna cells in the layout as 0.
- For this run the aggregate overflow at the end of global routing stands at 0.
- The final-layout setup total negative slack is 0 ns.
- The top fanout value on the critical path is 8.
- The synthesized design contains 0 enable-type register cells.
- Per the synthesis report, the adder-cell share of the synthesized area is 0.148.
- The CTS tree is done.
- Counting along the longest clock path gives a buffer depth of 2.
- Entering global routing, the biggest net connects 19 pins.
- The biggest area contributor in the post-synthesis netlist is sky130_fd_sc_hd__dfxtp_1.
- The detailed router finished its first iteration with 25 violations.
- Per the synthesis report, the number of distinct cell types is 42.
- The total half-perimeter wirelength after legalization and detailed placement is 3.11 mm.
- The horizontal die dimension reported for this design is 110 µm.
- Per the OpenROAD power report, switching power amounts to 252 µW.
- Per Yosys stat, the portion of area used by sequential elements is 0.235.
- Counting flops and latches in the post-synthesis netlist gives 17.
- Subtracting the final worst setup slack from the clock period gives 3.17 ns.
- Between clock sinks in the finished design, the worst skew comes to 0.00220 ns.
- The relative contribution of the clock network to total power is 0.202.
- The maximum level of the CTS H-tree is 1.
- The detail route stage leaves a number of antenna-violating nets equal to 0.
- The number of hold buffers added after cts is 0.
- Post-synth the commonest register cell is sky130_fd_sc_hd__dfxtp_1.
- In the final routed layout, each cell accounts on average for 12.6 µm.
- Including well taps, the total number of placed cells is 296.
- Per the slew report, the remaining headroom to the max-slew limit stands at 0.625.
- The type recorded for the worst min-delay path is flip-flop to flip-flop.
- The floorplan report gives the top-level pin count as 39.
- The number of instances resized during post-cts repair is 0.
- The pre-CTS setup slack is 0.423 ns.
- The global-route track usage on met2 is 0.109.
- On met3, the global router reports a usage of 0.00588.
- The startpoint kind of the worst setup timing path is an input pin.
- The mean post-synth cell area is 8.63 µm².
- The leakage component of the power was reported as 0.733 nW.
- The total number of warnings across the stage logs is 30.
- Ranked by total cell area, the synthesized netlist is headed by sky130_fd_sc_hd__dfxtp_1 23%, sky130_fd_sc_hd__ha_1 12%, sky130_fd_sc_hd__mux2i_1 5.5%.
- The number of post-CTS setup repair buffers is 0.
- The first detailed-routing pass ran for 4 iterations.
- The power per cell area is 375 mW/mm².
- The share of synthesized cell area in and, or, nand and nor gates is 0.203.
- The design internal power is 469 µW.
- On the reported timing paths, the clock transition at the registers reads 0.07 ns.
- For this run, the number of standard cells in the final layout without fillers is 300.
- The top-area cell type share of the netlist area is 0.235.
- The highest supply drop recorded on VDD is 0.129 mV.
- The proportion of register bits with asynchronous set or reset after synthesis is 0.
- The portion of synthesized area spent on multiplexers is 0.0785.
- Per the detail_route report, the via count comes to 1327.
- The endpoint class of the critical path is a primary output.
- Total global-route track usage over all layers is 0.0616.
- The critical path in this run is classified as input pin to primary output.
- In the routed design, unresolved DRC markers number 0.
- The initial antenna violation count is 0.
## registers in the layout, summed over array words and instances (netlist names), named ones only
register  flops
dx            8
dy            8
## worst paths after layout
kind,startpoint,endpoint,slack (ns),cells past startpoint
setup / recovery,addr[2],dout[2],0.43,5
hold reg to reg,dx[5],dx[5],0.48,2
setup reg to reg,dx[0],dx[6],1.89,7
hold / removal,dx[5],dx[5],0.48,2
## synthesized netlist by cell type, types with 2 or more instances
master	instances
sky130_fd_sc_hd__clkbuf_1	3
sky130_fd_sc_hd__xor2_1	3
sky130_fd_sc_hd__o21ai_1	7
sky130_fd_sc_hd__nor2b_1	2
sky130_fd_sc_hd__o31ai_1	2
sky130_fd_sc_hd__nand2_1	12
sky130_fd_sc_hd__nor3_1	5
sky130_fd_sc_hd__buf_2	4
sky130_fd_sc_hd__ha_1	14
sky130_fd_sc_hd__o21a_1	7
sky130_fd_sc_hd__nand4_1	2
sky130_fd_sc_hd__nand3_1	12
sky130_fd_sc_hd__nor3b_1	2
sky130_fd_sc_hd__a31oi_1	2
sky130_fd_sc_hd__nand4b_1	2
sky130_fd_sc_hd__mux2_2	3
sky130_fd_sc_hd__a21o_1	2
sky130_fd_sc_hd__nor4b_1	3
sky130_fd_sc_hd__a21oi_1	10
sky130_fd_sc_hd__dfxtp_1	17
sky130_fd_sc_hd__xnor2_1	5
sky130_fd_sc_hd__o211ai_1	6
sky130_fd_sc_hd__o31a_1	2
sky130_fd_sc_hd__a211oi_2	3
sky130_fd_sc_hd__fa_1	2
sky130_fd_sc_hd__nor2_1	5
sky130_fd_sc_hd__mux2i_1	8
sky130_fd_sc_hd__buf_4	3
sky130_fd_sc_hd__inv_1	7
## power groups by stage
stage                 clock network, mW  logic [mW]  registers, mW
after CTS                         0.150       0.315          0.265
after global routing              0.156       0.352          0.271
final                             0.146       0.311          0.265
## layout by cell type, fill, tap and decap left out, types with 5 or more instances in the layout
cell | synthesis | routed
sky130_fd_sc_hd__clkdlybuf4s50_1 | 0 | 33
sky130_fd_sc_hd__dfxtp_1 | 17 | 17
sky130_fd_sc_hd__ha_1 | 14 | 14
sky130_fd_sc_hd__nand2_1 | 12 | 12
sky130_fd_sc_hd__nand3_1 | 12 | 12
sky130_fd_sc_hd__a21oi_1 | 10 | 10
sky130_fd_sc_hd__mux2i_1 | 8 | 8
sky130_fd_sc_hd__inv_1 | 7 | 7
sky130_fd_sc_hd__o21a_1 | 7 | 7
sky130_fd_sc_hd__o21ai_1 | 7 | 7
sky130_fd_sc_hd__o211ai_1 | 6 | 6
sky130_fd_sc_hd__xnor2_1 | 5 | 5
sky130_fd_sc_hd__nor3_1 | 5 | 5
sky130_fd_sc_hd__nor2_1 | 5 | 5
## cell type report
| cell class | count | area (µm²) |
|---|---|---|
| Clock buffer | 4 | 45.0 |
| Fill cell | 838 | 5890 |
| Inverter | 7 | 26.3 |
| Multi-Input combinational cell | 134 | 1030 |
| Sequential cell | 17 | 340 |
| Tap cell | 102 | 128 |
| Timing Repair Buffer | 36 | 353 |
## metrics by stage
step                      power, mW  utilization  cell area (µm²)  hold WS, ns
after floorplan               0.487            -             1450        0.448
after global placement        0.579        0.240             1880        0.469
after detailed placement      0.582        0.240             1880        0.475
after CTS                     0.730        0.246             1920        0.485
after global routing          0.779        0.246             1920        0.511
final                         0.721        0.246             1920        0.484
## logic make-up after synthesis
| group | after synthesis |
|---|---|
| muxes | 11 |
| AOI/OAI and AO/OA | 48 |
| adders and majority gates | 16 |
| buffers and inverters | 17 |
| xor gates and xnor gates | 8 |
| DFF | 17 |
| and+or+nand+nor | 51 |
## critical path, cell delays in order
cell and delay (ns):
sky130_fd_sc_hd__clkdlybuf4s50_1 0.75, sky130_fd_sc_hd__mux2i_1 0.15, sky130_fd_sc_hd__mux2_2 0.28, sky130_fd_sc_hd__nand2_1 0.06, sky130_fd_sc_hd__clkdlybuf4s50_1 0.48
## metal layers
layer  share of wire  wire, µm
met1            0.43      1640
met4           0.030       114
met3           0.017        64
met2            0.52      1960
met5               0         0
No activity file was given, so power comes from the tool's default toggle rates.
